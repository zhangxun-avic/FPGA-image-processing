--- flow/run.sh ---
#!/bin/bash
# OpenROAD 26Q1-2900-gdf79404cd8, Yosys 0.63+post, stock flow scripts
make -C /OpenROAD-flow-scripts/flow DESIGN_CONFIG=/design/flow/config.mk WORK_HOME=/design/flow/orfs finish
--- flow/config.mk ---
export PLATFORM = sky130hd
export DESIGN_NAME = rgb_to_yuv422
export DESIGN_NICKNAME = rgb_to_yuv422
export VERILOG_FILES = /design/flow/design.v
export SDC_FILE = /design/flow/constraint.sdc
export NUM_CORES = 4
export LEC_CHECK = 1
export CORE_UTILIZATION = 40
--- flow/design.v ---
module rgb_to_yuv422(
    input [7:0] R1, G1, B1,  
    input [7:0] R2, G2, B2,  
    output [7:0] Y1, Y2,     
    output [7:0] U,          
    output [7:0] V           
);
    wire [7:0] Y1_temp, Y2_temp, U1, U2, V1, V2;
    rgb_to_yuv444 conv1(.R(R1), .G(G1), .B(B1), .Y(Y1_temp), .U(U1), .V(V1));
    rgb_to_yuv444 conv2(.R(R2), .G(G2), .B(B2), .Y(Y2_temp), .U(U2), .V(V2));
    assign Y1 = Y1_temp;
    assign Y2 = Y2_temp;
    assign U = (U1 + U2) >> 1;
    assign V = (V1 + V2) >> 1;
endmodule
module rgb_to_yuv444(
    input [7:0] R,
    input [7:0] G,
    input [7:0] B,
    output [7:0] Y,
    output [7:0] U,
    output [7:0] V
);
    wire signed [15:0] wR = R;
    wire signed [15:0] wG = G;
    wire signed [15:0] wB = B;
    wire signed [15:0] tmpY = (77 * wR + 150 * wG + 29 * wB) >> 8;
    wire signed [15:0] tmpU = ((-43 * wR - 85 * wG + 128 * wB) >> 8) + 128;
    wire signed [15:0] tmpV = ((128 * wR - 107 * wG - 21 * wB) >> 8) + 128;
    assign Y = tmpY[7:0];
    assign U = tmpU[7:0];
    assign V = tmpV[7:0];
endmodule
--- flow/constraint.sdc ---
current_design rgb_to_yuv422

set clk_period 16.2
set clk_io_pct 0.2

create_clock -name clk0 -period $clk_period

set non_clock_inputs [all_inputs -no_clocks]
set_input_delay [expr $clk_period * $clk_io_pct] -clock clk0 $non_clock_inputs
set_output_delay [expr $clk_period * $clk_io_pct] -clock clk0 [all_outputs]
==> qor.yml <==
final_timing:
  setup-violations-final: 0
  final.setup.tns_ns: 0
  hold_viol: 0
  clock.fmax_mhz: 68.1
  period_needed_ns: 14.68
  relSlewSlack: 0.527
  drv_slew: 0
  rsz0062_at_grt: "no"
  period_used_share: 0.906
  hold-worst-slack_ns: 8.33
  tightestPinTransition_ns: 0.708
  setup_ws_ns: 1.52
worst_hold_path:
  min-delay-path-class: "input port to primary output"
synth:
  netlist_top_cells_count: "inv_1, ha_1, fa_1"
  yosys-top-cells-area: "ha_1, fa_1, inv_1, xnor2_1, a21oi_1"
  yosys_cells: 1875
  syn_area_um2: 16800
  syn_avg_cell_area_um2: 8.96
  synthesis.instances: 1875
  synth_cell_types: 58
  netlist.area_leader.share: 0.383
  yosys_warnings: 0
  ys_seq_frac: 0
  top_cell: "inv_1"
  yosys-stat-area_um2: 16800
  synth_area_leader_cell: "ha_1"
route:
  vias_per_cell: 4.76
  drtAntennaViolNets: 0
  drt_pass1_iterations: 17
  detailroute.via_count: 11832
  wire_per_inst_um: 13.3
  n_antenna_cell: 0
  drtIter0Drc: 253
  wirelength_mm: 33.1
  drcViolationCount: 0
worst_setup_path:
  critical_path.startpoint_type: "input port"
  slowest_stage: "clkdlybuf4s50_1"
  crit_path_end_kind: "primary output"
  crit_required_ns: 12.96
  crit_family: "adder cells"
  worst-path-buf-inv: 4
  cpPeakStageDelay_ns: 0.87
  crit_path_frequent_cell: "ha_1"
  crit_fanout: 9
  criticalPathCategory: "input port to primary output"
  critPathArrivalTime_ns: 11.44
clocking:
  hold_buffers: 0
  cts.repair.resized: 0
  cts_setup_buffers: 0
layout:
  drive_gt1_frac: 0.00716
  area_growth_pct: 8.68
  ff_latch_area_um2: 0
  ff_count: 0
  nClkBuffers: 0
  final_area_um2: 18300
floorplan:
  die-area_um2: 42800
  num_io_pins: 80
  fp-row-count: 74
  die_w_um: 207
  die_h_um: 207
  core_area_um2: 41100
  fp_util: 0.409
run_status:
  status: "finished, final reports clean"
run:
  warnings: 50
  cap_violations: 0
grt:
  met1_usage: 0.259
  grt_pass1_wl_mm: 57.4
  grt_pass1_vias: 12004
  gr-total-overflow: 0
  gr-usage-met3: 0.0377
  antenna_found_initial: 0
  grt_max_degree: 13
  met2_usage: 0.278
  grt-busiest-layer: "met2"
  grt_usage: 0.173
placement:
  gp_congestion: 0.961
  io_buffers: 78
  pre_cts_ws_ns: 1.48
  hpwl_mm: 30.8
  dpl-instance-area_um2: 18300
## per-stage QoR
stage / instances / utilization
after floorplan: 1876 / -
after global placement: 2487 / 0.444
after detailed placement: 2487 / 0.444
after CTS: 2487 / 0.444
after global routing: 2487 / 0.444
final: 2487 / 0.444
## worst paths after layout
kind  startpoint   end  slack, ns  cells past startpoint
min        G1[0]  U[2]       8.33                      8
max        G1[3]  U[6]       1.52                     28
## routing by layer
layer,vias up,routed length [µm]
met5,-,0
met4,0,161
met3,8,1710
met2,140,14800
met1,5406,16400
li1,6278,-
## placed cells by master (no fill, tap or decap), types with 4 or more instances in the layout
cell type	count
fa_1	216
and3_1	5
nand2b_1	13
o21bai_1	16
ha_1	514
clkdlybuf4s50_1	78
nor2b_1	16
nand3_1	18
nand4_1	4
or3_1	6
o211ai_1	6
a41o_1	5
o21ai_0	43
nand2_1	41
xor2_1	41
a21o_1	29
xnor2_1	83
a211oi_1	4
nor3_1	38
o21a_1	22
a21oi_1	79
nor2_1	69
inv_1	521
o2111ai_1	4
a21boi_0	6
a31oi_1	8
a311oi_1	6
## layout make-up
cell class                      count  area, µm²
Fill cell                        3955      22900
Multi-Input combinational cell   1353      14800
Inverter                          521       1960
Timing Repair Buffer               81        803
Tap cell                          532        666
## logic make-up (layout without fill, tap and decap cells)
| kind of cell | after synthesis | count (layout) | synth area share |
|---|---|---|---|
| xor gates and xnor gates | 128 | 128 | 0.0701 |
| buffers and inverters | 523 | 602 | 0.117 |
| and+or+nand+nor | 221 | 221 | 0.0625 |
| muxes | 2 | 2 | 0.00127 |
| other | 1 | 2 | 0.000223 |
| adders and majority gates | 730 | 730 | 0.640 |
| AOI/OAI and AO/OA | 270 | 270 | 0.108 |
