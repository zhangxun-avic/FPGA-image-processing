==> /design/flow/design.v <==
module image_translate #(
    parameter DATA_WIDTH = 8,
    parameter IMG_WIDTH = 640,
    parameter IMG_HEIGHT = 480,
    parameter SHIFT_X = 50,
    parameter SHIFT_Y = 50
)(
    input wire clk,
    input wire [DATA_WIDTH-1:0] pixel_in,
    input wire [9:0] x_in,
    input wire [9:0] y_in,
    output reg [DATA_WIDTH-1:0] pixel_out,
    output reg [9:0] x_out,
    output reg [9:0] y_out,
    output reg valid_out   
);
    always @(posedge clk) begin
        x_out <= x_in + SHIFT_X;
        y_out <= y_in + SHIFT_Y;
        pixel_out <= pixel_in;
        if ((x_in + SHIFT_X < IMG_WIDTH) && (y_in + SHIFT_Y < IMG_HEIGHT)) begin
            valid_out <= 1;
        end else begin
            valid_out <= 0;
        end
    end
endmodule
==> /design/flow/run.sh <==
#!/bin/bash
# OpenROAD 26Q1-2900-gdf79404cd8, Yosys 0.63+post, stock flow scripts
make -C /OpenROAD-flow-scripts/flow DESIGN_CONFIG=/design/flow/config.mk WORK_HOME=/design/flow/orfs finish
==> /design/flow/config.mk <==
export PLATFORM = sky130hd
export DESIGN_NAME = image_translate
export DESIGN_NICKNAME = image_translate
export VERILOG_FILES = /design/flow/design.v
export SDC_FILE = /design/flow/constraint.sdc
export NUM_CORES = 4
export LEC_CHECK = 1
export CORE_AREA = 10 10 90 90
export DIE_AREA = 0 0 100 100
==> /design/flow/constraint.sdc <==
current_design image_translate

set clk_period 1.9
set clk_io_pct 0.2

create_clock -name clk0 -period $clk_period [get_ports {clk}]

set non_clock_inputs [all_inputs -no_clocks]
set_input_delay [expr $clk_period * $clk_io_pct] -clock clk0 $non_clock_inputs
set_output_delay [expr $clk_period * $clk_io_pct] -clock clk0 [all_outputs]
==> notes.md <==
Numbers from the implementation run.

The final tally of hold violations is 0. Logged for this run, the post-placement worst setup slack is -285 ps. The proportion of synthesized chip area in sequential cells is between 50% and 60%. The number of H-tree levels is 2.

The ratio of cells with drive above 1 in the final layout is a little under a quarter. The maximum fanout along the worst path is 2. Summed over all layers, the global routing overflow is 0. In the synthesized netlist the async set-or-reset flop fraction comes to 0%. The total wire length is 2750 microns. The placement report lists the number of port buffers as about 57. Global routing put the most usage on met2. The total power of the final layout is 1450 uW.

The synthesized netlist devotes about an eighth of its cell area to XOR and XNOR gates. The root buffer selected by CTS is sky130_fd_sc_hd__clkbuf_8. The path type of the worst setup path is input pin to register. The finished layout reports a core utilization of between 30 and 40%. In this run the standard cell core region covers between 0.006 and 0.007 sq mm. Setup repair after global routing left no endpoint under its margin. The area reported by Yosys stat is about 970 sq um.

The transition at the pin with the smallest max-transition slack is around 460 ps. The clock slew seen by the registers of the worst setup and hold paths is approximately 60 ps. The number of I/O pins is 58. The worst hold slack across all endpoints is between 500 and 600 ps. The cell area after technology mapping is a little under 0.001 sq mm. Per the OpenROAD floorplan log, the width of the die is about 100 microns. Buffers inserted during clock tree synthesis total 5. The cell depth of the worst setup path is 6. The average size of a mapped cell is around 12 sq um. RePlAce ended its routability-driven mode at a weighted congestion of about 0.76. The most instantiated flip-flop cell in the synthesis netlist is sky130_fd_sc_hd__dfxtp_1. The TritonCTS clock tree is yes. The yosys cell count is ~78. The combinational share of power is roughly 19%. The gate count after technology mapping is between 70 and 80. Per the run report, area growth between synthesis and finish was 98.1%. The largest family of logic cells by area is XOR/XNOR gates. The max-slew check reports its worst relative slack as 69.4%. The startpoint kind of the worst setup timing path is an input pin. The violation tally recorded at the end of detailed-routing iteration 0 is 7. The critical path required time is between 2000 and 2500 ps. The net switching power figure is 306 uW. The internal power summed over all cells is 1140 uW. The die outline area is roughly 0.010 sq mm. The number of max-cap violations is 0.

Global routing consumed, over all layers together, under 10% of the routing resources. Entering global routing, the biggest net connects 9 pins. The placement row count is 29.

The stage logs contain a warning count of 25. In the routed layout, each cell is associated on average with a via count of about 3.7. After layout, the minimum clock period comes to about 1800 ps. The routed layout has just under 900 vias. The synthesized-area fraction occupied by ao, oa, aoi and oai cells is 10.2%.

The tally of unique sky130hd cells used after synthesis is 25. The global routing report lists met1 layer usage as roughly 6.4%. In the global route stage, met3 resource usage came out at between 2 and 3%. The power report attributes to the clock group a share of between 30% and 40%. The arrival time reported for the critical path endpoint is between 2000 and 2500 ps. The static leakage is 0.000775 uW. Together, buffers and inverters on the worst path number 1.

The proportion of netlist area held by the largest area contributor is 59.9%. The total DRC errors in the routed layout is 0. The depth of the worst hold-timing path is 1. The number of global-route vias before repair is 931. STA reports the tightest min-delay check as being of type input pin to register.

Switching power as a fraction of the total was reported as around a fifth. The global-route wire length before repair is roughly 4500 microns. In this run the power density over the cells is ~750 mW/mm^2. The antenna violation net count after detailed routing is 0.

Detailed placement finished with a half-perimeter wire length of between 2000 and 2500 microns. The CTS log lists the clock sinks for this run as 29. Looking at the VDD voltage map, the peak drop is about 290 uV. The longest individual stage delay on the worst path is around 430 ps.

Ranking logic cells in the layout by count gives the top entries sky130_fd_sc_hd__clkdlybuf4s50_1 (57), sky130_fd_sc_hd__dfxtp_1 (29), sky130_fd_sc_hd__buf_4 (22). The average detailed-routed wire length per instance is approximately 11 microns. 0 antenna diodes ended up in the layout. The cell type with the highest aggregate area in the netlist is sky130_fd_sc_hd__dfxtp_1. The last timing report of the flow puts the setup violation total at 0. The iteration count of the initial detailed-routing pass is 4. The share of power burned in registers is a little under half.

Looking at the critical path, the single cell with the biggest stage delay is sky130_fd_sc_hd__clkdlybuf4s50_1. The endpoint kind of the worst setup timing path is a register. The number of synthesized register bits is 29. In the post-synthesis netlist, the biggest area contributors are sky130_fd_sc_hd__dfxtp_1 (60%), sky130_fd_sc_hd__xnor2_1 (6.3%), sky130_fd_sc_hd__xor2_1 (6.3%), sky130_fd_sc_hd__nand2_1 (2.7%), sky130_fd_sc_hd__ha_1 (2.6%). Walking the worst path, the cells encountered are clkdlybuf4s50_1, ha_2, a211o_2, nand4_4, mux2_4, a2111oi_4. The fmax is ~0.55 GHz.

The vertical extent of the die is roughly 100 microns. The most common cell after layout, fill and taps aside is sky130_fd_sc_hd__clkdlybuf4s50_1. The flow ran to the end, and the final reports show no timing, DRC or antenna violations. The maximum root-to-sink buffer count is 2. In this design, the largest share of critical-path delay is due to AND-OR/OR-AND gates. After clock tree synthesis, the flow added hold-fix buffers numbering 0. The initial antenna violation count is 0. The final worst setup slack is 67.5 ps. The global routing usage on met2 is 9.06%. The initial core utilization is 15.4%. The multiplexer share of the synthesized area is 1.55%. The cell-mix breakdown from Yosys lists the adder-cell area share as 2.58%. Dividing the final minimum period by the clock period gives between 90% and 100%. The final max-slew violation count recorded for this run is 0.

The simple-gate portion of the synthesized area is around 12%. The number of synthesized flops with an enable pin is 0. The total of warnings raised by yosys is 1.
## stage by stage
| stage | TNS, ps | instances | instance area, sq um |
|---|---|---|---|
| final | 0 | 241 | 1920 |
| after global routing | 0 | 241 | 1920 |
| after CTS | 0 | 241 | 1890 |
| after detailed placement | -285 | 234 | 1800 |
| after global placement | -253 | 234 | 1800 |
| after floorplan | 0 | 78 | 970 |
## registers in the layout, indices dropped and copies added, names as in the netlist
| name | flops |
|---|---|
| x_out | 10 |
| pixel_out | 8 |
| valid_out | 1 |
| y_out | 10 |
## metal layers
layer	vias to the layer above	routed length, microns
li1	440	-
met1	401	1100
met2	35	1320
met3	4	299
met4	0	30
met5	-	0
## path summary, 6_finish.rpt
kind,startpoint,endpoint,slack [ps]
min,y_in[0],y_out[0],550
max,y_in[1],valid_out,70
## area by class of cell
cell class	instances	area (sq um)
flip-flops and latches	29	581
multi-input cells	46	410
fillers	646	4360
well taps	77	96.3
repair buffers	79	736
inverters	3	11.3
clock buffers	7	86.3
## Yosys cell counts (2+ instances only)
| cell | count |
|---|---|
| sky130_fd_sc_hd__nor3b_1 | 2 |
| sky130_fd_sc_hd__nor2_1 | 2 |
| sky130_fd_sc_hd__a21oi_1 | 2 |
| sky130_fd_sc_hd__xor2_1 | 7 |
| sky130_fd_sc_hd__inv_1 | 3 |
| sky130_fd_sc_hd__nand2_1 | 7 |
| sky130_fd_sc_hd__ha_1 | 2 |
| sky130_fd_sc_hd__dfxtp_1 | 29 |
| sky130_fd_sc_hd__nand3_1 | 2 |
| sky130_fd_sc_hd__xnor2_1 | 7 |
## power groups by stage
stage	Clock, uW	Combinational, uW	Sequential (uW)
finish	506	268	672
global route	567	297	676
CTS	541	267	673
## cells by family (layout without fill, tap and decap cells)
logic type	count (synthesis)	count (layout)
flip-flops	29	29
AND/OR/NAND/NOR	18	18
XOR/XNOR	14	14
AND-OR/OR-AND	11	11
buffers and inverters	3	89
adder cells (fa/ha/maj)	2	2
multiplexers	1	1
## repair_timing
item / 4_1_cts / 5_1_grt
hold endpoints to repair: 0 / 0
buffers inserted: 0 / 0
gates resized: 0 / 4
setup endpoints to repair: 0 / 1
Power is estimated from default activity; no workload was simulated.
