`/design/flow/design.v`:
```
module vga_controller(
    input 	     clk,           
	input		 rst_n,
    output 		 hsync,        
    output 		 vsync,        
    output 		 [11:0] x,      
    output 		 [10:0] y,      
    output 		 valid         
);
parameter H_DISP = 1680;   
parameter H_FRONT = 104;   
parameter H_SYNC = 176;    
parameter H_BACK = 280;    
parameter H_TOTAL = H_DISP + H_FRONT + H_SYNC + H_BACK;  
parameter V_DISP = 1050;   
parameter V_FRONT = 3;   
parameter V_SYNC = 6;     
parameter V_BACK = 30;    
parameter V_TOTAL = V_DISP + V_FRONT + V_SYNC + V_BACK;  
reg [11:0] h_count = 0;
reg [10:0] v_count = 0;
assign hsync = (h_count >= (H_DISP + H_FRONT) && h_count < (H_DISP + H_FRONT + H_SYNC));
assign vsync = (v_count >= (V_DISP + V_FRONT) && v_count < (V_DISP + V_FRONT + V_SYNC));
assign valid = (h_count < H_DISP) && (v_count < V_DISP);
assign x = h_count;
assign y = v_count;
always @(posedge clk or negedge rst_n) begin
	if(!rst_n)
		begin
			v_count <= 0;
			h_count <= 0;
		end
	else
		begin
			if (h_count == H_TOTAL - 1) 
				begin
					h_count <= 0;
					if (v_count == V_TOTAL - 1)
						v_count <= 0;
					else
						v_count <= v_count + 1;
				end 
			else
				h_count <= h_count + 1;
		end
end
endmodule
```
`/design/flow/run.sh`:
```
#!/bin/bash
# OpenROAD 26Q1-2900-gdf79404cd8, Yosys 0.63+post, stock flow scripts
make -C /OpenROAD-flow-scripts/flow DESIGN_CONFIG=/design/flow/config.mk WORK_HOME=/design/flow/orfs finish
```
`/design/flow/config.mk`:
```
export PLATFORM = sky130hd
export DESIGN_NAME = vga_controller
export DESIGN_NICKNAME = vga_controller
export VERILOG_FILES = /design/flow/design.v
export SDC_FILE = /design/flow/constraint.sdc
export NUM_CORES = 4
export LEC_CHECK = 1
export CORE_AREA = 10 10 99 99
export DIE_AREA = 0 0 109 109
```
`/design/flow/constraint.sdc`:
```
current_design vga_controller

set clk_period 4.3
set clk_io_pct 0.2

create_clock -name clk0 -period $clk_period [get_ports {clk}]

set non_clock_inputs [all_inputs -no_clocks]
set_input_delay [expr $clk_period * $clk_io_pct] -clock clk0 $non_clock_inputs
set_output_delay [expr $clk_period * $clk_io_pct] -clock clk0 [all_outputs]
```
==> results_slide.txt <==
Flow Results at a Glance

Clock tree
  • Clk root buf: clkbuf_8
  • H-tree levels: 1
  • Total CTS buffers: 3
  • Postcts setup bufs: 0
  • CTS tree: built
  • Reg clk slew, reported paths: 0.09 ns
  • CTS Hold Bufs: 0
  • CTS resizes: 0
  • Skew-Pair Late Insertion Delay: 0.26 ns
  • Bufs on Longest Clock Path: 2
  • Clock Sinks: 23

Synth
  • Mean Syn Cell Area: 9.48 um2
  • Mapped Area: 1300 um2
  • Yosys Instances: 137
  • Distinct lib cells: 36
  • Post-synthesis chip area from yosys: 1300 um2
  • Synth area leader: dfrtp_1
  • Post-Syn Instances: 137
  • Post-synth ARST share: 1.00
  • Sequential area share after synthesis: 0.443
  • Yosys warns: 1
  • Primary FF master, synth: dfrtp_1
  • Top cells, area: dfrtp_1, nand3_1, ha_1
  • Post-synth regs: 23
  • Number of enable flip-flop cells: 0
  • Area share, top type: 0.443

Die
  • Ports: 28
  • Rows: 32
  • Die area: 11,900 um2
  • Die Wd: 109 um
  • FP Core Util: 0.168
  • Die Y: 109 um
  • Core region area: 7730 um2

Run status
  • Status: complete, no violations

Drt
  • Vias: 1,155
  • Antenna Nets Post-Route: 0
  • Routed vias/inst: 4.28
  • Detailed Routing Iterations Pass 1: 4
  • Antenna diode count: 0
  • Post-Route WL: 3.30 mm
  • First DRT Iteration DRCs: 34
  • Avg WL per Cell: 12.2 um
  • DRC: 0

Finish
  • Synthesis-to-finish area growth: 34.7%
  • Commonest Layout Cell: clkdlybuf4s50_1
  • Top cells excl fill/tap: clkdlybuf4s50_1, dfrtp_1, nand3_1, nor3_1, nor2_1
  • Final instance area: 1750 um2
  • Filler instances: 832
  • Share of post-route cells with drive strength above 1: 0.107

Final timing
  • Slew Viols, Final: 0
  • Least-Margin Pin Slew: 0.598 ns
  • RSZ-0062 raised after global routing: no
  • Min Tclk post-route: 3.21 ns
  • Fin crit share: 0.747
  • Fmax: 311 MHz
  • Final count of negative-setup-slack endpoints: 0
  • Relative slew slack: 0.598
  • Slack of the critical path: 1.09 ns
  • Hold_ws: 0.528 ns
  • Setup TNS: 0 ns
  • Final Hold Vio Count: 0
  • Clock skew: 0.00170 ns

Min path
  • HP Class: flop to flop

Critical path
  • Slowest-stage cell, CP: nor3_1
  • Crit path DAT: 2.35 ns
  • Crit path cell chain: nor3_1 -> o2111ai_1 -> a211oi_1 -> clkdlybuf4s50_1
  • Critical path's largest stage delay: 0.53 ns
  • Crit Path Category: flop to primary output
  • Required time of the critical path: 3.44 ns
  • Crit. End Element: primary output
  • Cell type group with the largest total delay on the critical path: AND-OR/OR-AND gates
  • Crit path buf inv count: 1
  • Crit path max fanout: 6
  • Worst setup SP type: flop

GRT
  • Total GRT Usage: 0.0559
  • Largest net degree at the start of global routing: 24
  • Vias in the first global route: 1,086
  • First-pass GRT wire length: 5.35 mm
  • Initial antenna violation count: 0
  • GR Overflow Total: 0

Flow run
  • Log Warnings: 29
  • # Max-Cap Violations: 0

Power and ir drop
  • Lkg Pwr: 0.687 nW
  • Pwr dens: 205 nW/um2
  • VDD IR max: 143 uV
  • Power Total: 0.359 mW

Placed design
  • Placed cell area: 1700 um2
  • GP Congestion: 0.821
  • I/O Buffers: 27
  • Hpwl dp: 2.46 mm
  • Pre-CTS setup slack: 1.41 ns
synth_stat cells (2+ instances only):
| library cell | n |
|---|---|
| nor3_1 | 11 |
| o21ai_0 | 9 |
| dfrtp_1 | 23 |
| ha_1 | 5 |
| nand2_1 | 7 |
| nand4_1 | 2 |
| or2_2 | 2 |
| nand3_1 | 13 |
| inv_1 | 8 |
| nor4_1 | 3 |
| nor4b_1 | 2 |
| or4_4 | 2 |
| xor2_1 | 5 |
| a21oi_1 | 6 |
| a31oi_1 | 2 |
| nor2_1 | 11 |
| xnor2_1 | 5 |
| and3_1 | 2 |
| mux2_2 | 2 |
power by group:
part / switching [mW] / internal [mW]
logic: 0.00429 / 0.00139
registers: 0 / 0.216
clock network: 0.0729 / 0.0647
area by class of cell:
type	instances	area (um2)	share of cell area
multi-input cells	104	684	0.391
flip-flops and latches	23	576	0.329
repair buffers	29	285	0.163
well taps	102	128	0.0730
clock buffers	3	41.3	0.0236
inverters	8	30.0	0.0172
clock inverters	1	5.00	0.00286
layer usage:
layer	global-route usage	vias up	wire length [um]
met5	0	-	0
li1	-	562	-
met3	0.0251	2	344
met1	0.0795	559	1580
met2	0.0805	32	1370
met4	0.00282	0	10
registers in the layout, indices dropped and copies added, names as in the netlist:
register	count
h_count	12
v_count	11
kinds of logic (layout without fill, tap and decap cells):
| family | count (synthesis) | in the layout | synth area share |
|---|---|---|---|
| simple gates | 63 | 63 | 0.272 |
| compound gates | 23 | 23 | 0.105 |
| flops | 23 | 23 | 0.443 |
| xor+xnor | 11 | 11 | 0.0800 |
| buf+inv | 10 | 41 | 0.0347 |
| fa+ha+maj | 5 | 5 | 0.0482 |
| mux | 2 | 2 | 0.0173 |
through the flow:
| step | instances | utilization |
|---|---|---|
| after floorplan | 137 | - |
| after global placement | 266 | 0.220 |
| after detailed placement | 266 | 0.220 |
| after CTS | 270 | 0.226 |
| after global routing | 270 | 0.226 |
| final | 270 | 0.226 |
worst paths after layout:
kind / start / end / slack (ns) / depth (start not counted)
worst min register to register: h_count[10] / h_count[10] / 0.53 / 1
max in group asynchronous: rst_n / h_count[10] / 3.12 / 2
worst max register to register: h_count[6] / v_count[7] / 1.90 / 4
worst max-delay path: v_count[7] / valid / 1.09 / 4
min in group asynchronous: rst_n / v_count[1] / 0.94 / 2
worst min-delay path: h_count[10] / h_count[10] / 0.53 / 1
Power figures rest on the tool's default switching activity, not on a simulated workload.
